[flow/config.mk]
export PLATFORM = sky130hd
export DESIGN_NAME = lights
export DESIGN_NICKNAME = lights
export VERILOG_FILES = /design/flow/design.v
export SDC_FILE = /design/flow/constraint.sdc
export NUM_CORES = 4
export LEC_CHECK = 1
export CORE_AREA = 10 10 70 70
export DIE_AREA = 0 0 80 80
[flow/constraint.sdc]
current_design lights

set clk_period 2.2
set clk_io_pct 0.2

create_clock -name clk0 -period $clk_period [get_ports {clk}]

set non_clock_inputs [all_inputs -no_clocks]
set_input_delay [expr $clk_period * $clk_io_pct] -clock clk0 $non_clock_inputs
set_output_delay [expr $clk_period * $clk_io_pct] -clock clk0 [all_outputs]
[flow/design.v]
module lights(
    input wire clk,            
    input wire reset,          
    output wire[1:0] light_out  
);
reg[1:0] state;  
reg[3:0] counter;  
assign light_out = state;  
always @(posedge clk)
    if (reset) begin
        state <= 2'b00;  
        counter <= 4'b0000;  
    end
    else begin
        counter <= counter + 1;
        if(counter <= 4'd5)begin  
            counter <= 4'b0000;   
            case (state)  
                2'b00: state <= 2'b01;  
                2'b01: state <= 2'b10;  
                2'b10: state <= 2'b00;   
                default: state <= 2'b00;  
            endcase
        end
    end
endmodule 
[flow/run.sh]
#!/bin/bash
# OpenROAD 26Q1-2900-gdf79404cd8, Yosys 0.63+post, stock flow scripts
make -C /OpenROAD-flow-scripts/flow DESIGN_CONFIG=/design/flow/config.mk WORK_HOME=/design/flow/orfs finish
==> run summary <==
run metrics: status=completed, R2R setup slack=0.69 ns, FP Rows=21, drt total wl=469 µm, Crit Path Category=flip-flop to flip-flop, antenna-violating nets left=0, cts bufs inserted=3, Post-DP HPWL=350.3 µm, Routability Congestion=0.6836, DR vias/cell=2.397, syn_area_per_cell=10.25 µm², gr ovfl total=0, Total GRT Usage=1.622%, Max Fanout on Critical Path=5, Post-synth seq share=45.07%, Final WS setup=0.6899 ns, Pleak=0.1256 nW, largest net degree at the start of global routing=8, Tmin final=1.510 ns, CTS root buf=clkbuf_4, final hold vios=0, TritonRoute pass-1 iters=4, vias in the first global route=213, crit-path cells=inv_1, ha_1, nor3b_1, nor2_1, nor3_1, R2R depth=5, xor+xnor area frac=6.573%, chip area line of the yosys report=266.5 µm², ys flops=6, Reg clk slew, reported paths=0.04 ns, fin crit share=68.64%, total core area=3416 µm², max capacitance violation total=0, RSZ-0062 raised after global routing=false, worst endpoint required time=2.35 ns, Ports=4, crit-path max cell delay=0.39 ns, WL per Instance=6.013 µm, Late-Pin Clk Latency=0.23 ns, dominant kind of combinational cell=simple AND/OR/NAND/NOR gates, Worst Setup SP=counter[0], Setup WS pre-CTS=0.5659 ns, adder share=14.08%, tool warning count=27, area grow syn2layout=41.31%, Yosys Instances=26, critical path arrival=1.66 ns, Gates resized, CTS repair=0, CP Capture Type=flip-flop, Max VDD drop=0.4224 mV, Distinct lib cells used=14, CTS tree=done, setup_tns=0 ns, PortBufs=3, Via Count=187, Slew headroom=72.14%, placed insts=75, family with the most delay on the worst path=simple AND/OR/NAND/NOR gates, DRT iter0 DRCs=2, Max Clock Skew=0.004244 ns, Top cells excl fill/tap=dfxtp_1, nor3b_1, ha_1, clkbuf_4, clkdlybuf4s50_1, die height=80 µm, mapped cell area=266.5 µm², Pwr Total=0.2222 mW, total number of yosys warnings=1, DRC=0, fin. max-slew vios=0, Die W=80 µm, CTS Sinks=6, clk buf depth=2, Final setup viols=0, simple share=23.94%, Post-CTS Hold Buffers=0, number of fillers in the final layout=406, H-tree Lvls=1, FP Util=7.802%, CP Launch Type=flip-flop, capturing point of the worst reg2reg path=counter[2], most frequent logic cell in the layout=dfxtp_1, RR Startpoint=counter[0], WHS=0.4993 ns, Crit path buffers/inverters=1, Inserted Diodes=0, layout cells sized above 1=12.50%, first-pass GRT wire length=848 µm, Worst path slowest cell=dfxtp_1, max frequency=662.2 MHz, Complex Gates by Area=3.756%, fin cells=78, Power Density=590.1 nW/µm², Hold Path Class=flip-flop to flip-flop, crit path to=counter[2], initial antenna violation count=0, mux share=3.756%, Worst Max-Slew Pin Slew=0.4170 ns, Levels on crit path=5, Gate Count Post-Synth=26, Setup Fix Bufs, Post-CTS=0, Chip Area=6400 µm²
==> routing by layer <==
metal | share of wire [%] | up-vias | track usage [%]
met5 | 0 | - | 0
met4 | 0 | 0 | 0
met3 | 12 | 0 | 1.477
met2 | 34 | 4 | 2.167
met1 | 53 | 82 | 1.999
li1 | - | 101 | -
==> report_power, final <==
| group | switching (mW) | internal [mW] |
|---|---|---|
| logic | 0.00372 | 0.00972 |
| clock network | 0.0330 | 0.0613 |
| registers | 0.00233 | 0.112 |
==> worst min-delay path, delay by kind of cell (launching register included) <==
kind,cells,cell delay [ns]
multiplexers,1,0.06
AND/OR/NAND/NOR,1,0.07
flip-flops,1,0.32
==> registers in the layout, indices dropped and copies added (netlist names) <==
register / count
state: 2
counter: 4
==> layout make-up <==
| type | instances | area [µm²] | share of cell area (%) |
|---|---|---|---|
| repair buffers | 3 | 30.03 | 7.973 |
| clock buffers | 3 | 22.52 | 5.980 |
| multi-input cells | 18 | 138.9 | 36.88 |
| inverters | 2 | 7.507 | 1.993 |
| flip-flops and latches | 6 | 120.1 | 31.89 |
| well taps | 46 | 57.56 | 15.28 |
==> metrics by stage <==
stage / utilization, % / instance area (µm²)
final: 11.03 / 376.6
after CTS: 11.03 / 376.6
after floorplan: - / 266.5
after detailed placement: 10.37 / 354.1
after global placement: 10.37 / 354.1
after global routing: 11.03 / 376.6
==> synth_stat cells <==
library cell	count	area, µm²
nor3_1	2	10.01
or4_1	1	7.510
a21oi_1	1	5.000
or3b_2	1	8.760
nor3b_1	3	22.52
nand2b_1	1	6.260
nand3_1	1	5.000
xnor2_1	2	17.52
dfxtp_1	6	120.1
o21ai_0	1	5.000
mux2i_1	1	10.01
inv_1	2	7.510
ha_1	3	37.54
nor2_1	1	3.750
==> worst min-delay path by stage <==
stage / from / slack [ns] / cells after the start / end
final: state[1] / 0.50 / 2 / state[1]
after global routing: state[1] / 0.53 / 2 / state[1]
after CTS: state[0] / 0.51 / 2 / state[0]
==> logic make-up (layout without fill, tap and decap cells) <==
kind of cell / Yosys count / after routing
flip-flops: 6 / 6
adder cells (fa/ha/maj): 3 / 3
buffers and inverters: 2 / 8
AND-OR/OR-AND: 2 / 2
multiplexers: 1 / 1
XOR/XNOR: 2 / 2
AND/OR/NAND/NOR: 10 / 10
Power and IR drop assume default switching activity.
