===== flow/design.v =====
module counter(
    input wire clk,      
    input wire reset,    
    input wire enable,   
    input wire up_down,   
    output reg [3:0] count  
);
always @(posedge clk or posedge reset) begin
    if (reset) begin  
        count <= 4'b0000;
    end
    else if (enable) begin  
        if (up_down)
            count <= count + 1;
        else begin
            if (count == 0)  
                count <= 0; 
            else
                count <= count - 1;
        end
    end  
end
endmodule

===== flow/run.sh =====
#!/bin/bash
# OpenROAD 26Q1-2900-gdf79404cd8, Yosys 0.63+post, stock flow scripts
make -C /OpenROAD-flow-scripts/flow DESIGN_CONFIG=/design/flow/config.mk WORK_HOME=/design/flow/orfs finish

===== flow/config.mk =====
export PLATFORM = sky130hd
export DESIGN_NAME = counter
export DESIGN_NICKNAME = counter
export VERILOG_FILES = /design/flow/design.v
export SDC_FILE = /design/flow/constraint.sdc
export NUM_CORES = 4
export LEC_CHECK = 1
export CORE_AREA = 10 10 70 70
export DIE_AREA = 0 0 80 80

===== flow/constraint.sdc =====
current_design counter

set clk_period 2.5
set clk_io_pct 0.2

create_clock -name clk0 -period $clk_period [get_ports {clk}]

set non_clock_inputs [all_inputs -no_clocks]
set_input_delay [expr $clk_period * $clk_io_pct] -clock clk0 $non_clock_inputs
set_output_delay [expr $clk_period * $clk_io_pct] -clock clk0 [all_outputs]

==> impl_metrics.tcl <==
# flow metrics
set metrics [dict create \
    rsz0062_at_grt "false" \
    drv_slew 0 \
    dp.cells 87 \
    synth.distinct_cells 21 \
    grt_pass1_vias 271 \
    required_ps 2000 \
    synth_cells 35 \
    cp_cell_sequence "clkdlybuf4s50_1" \
    gr-usage-all-layers 0.02271 \
    die_w_um 80 \
    ff2ff_path_depth 5 \
    ys_ff 4 \
    critPathMaxStageDelay_ps 520 \
    cp_top_family "buffers and inverters" \
    hold_violations 0 \
    seq_area_um2 100.1 \
    antenna_found_initial 0 \
    cp-startpoint "count[0]$_DFFE_PP0P_" \
    path_buffers 1 \
    h-tree-depth 1 \
    log.warning_count 26 \
    routed_wl_um 708 \
    path_class "reg -> out" \
    worstSetupStartpointType "flop" \
    hold_class "in -> async" \
    clock_skew_ps 6.335 \
    yosys_area_um2 296.5 \
    cts_tree "yes" \
    cap_violations 0 \
    comb_area_um2 166.4 \
    clock_latency_ps 240 \
    grt_max_degree 11 \
    setup_tns_ps 0 \
    maxSlewHeadroom 0.8094 \
    dpl_cell_area_um2 412.9 \
    path_clk_slew_ps 40 \
    largest_register_ffs 4 \
    pin_count 8 \
    cts_hold_buf 0 \
    synth_top_flop_cell "dfrtp_1" \
    final_area_um2 435.4 \
    dp_hpwl_um 579 \
    syn2layout_area_growth_pct 46.84 \
    grt_pass1_wl_um 1166 \
    wl_per_cell_um 7.867 \
    period_needed_ps 1689 \
    cts.sinks 4 \
    n_antenna_cell 0 \
    ys_seq_frac 0.3376 \
    io_buffers 7 \
    async_flop_share 1.000 \
    critPathSlowestCell "clkdlybuf4s50_1" \
    cp_data_arrival_time_ps 1190 \
    dr.pass1.iters 4 \
    vias 280 \
    cts_root_buffer "clkbuf_4" \
    syn-mean-instance-area_um2 8.472 \
    top_cell "inv_1" \
    fin_crit_sh 0.6757 \
    syn-cell-area_um2 296.5 \
    cts_resized 0 \
    topCellsByArea "dfrtp_1 (34%), ha_1 (8.4%), inv_1 (6.3%)" \
    setup_viol 0 \
    synth_area_leader_cell "dfrtp_1" \
    max_freq_ghz 0.5920 \
    numCtsBuffers 3 \
    endpoint_kind "primary output" \
    drc 0 \
    rows 21 \
    regMostFlops "count" \
    fin_cells 90 \
    initial_core_util 0.08681 \
    netlist_top_cells_count "inv_1 (5), dfrtp_1 (4), nand2_1 (4), nor2_1 (4), ha_1 (2)" \
    drive_gt1_frac 0.1136 \
    fp.dieH_um 80 \
    r2r-start "count[0]$_DFFE_PP0P_" \
    die_area_um2 6400 \
    dr.first_iter.drc_count 15 \
    routed_via_density 3.111 \
    ant_nets 0 \
    clk_path_buf_depth 2 \
    path_depth 1 \
    fillers 398 \
    tightest_slew_ps 285.0 \
    ys_cells 35 \
    post_cts_buffers 0 \
    edf_count 0 \
    p_leak_nw 0.1796 \
    top_regs "count: 4 flops" \
    grt_overflow_total 0 \
    core_area_um2 3416 \
    gp_congestion 0.7584 \
    crit_fanout 6 \
    ir_worst_vdd_v 0.0001548 \
    run_status "finished, final reports clean" \
    ys_warn_count 1 \
    netlist.area_leader.share 0.3376 \
    p_per_area_nw_per_um2 807.8 \
]
## metrics by stage
stage,setup slack [ps],hold WS [ps],power [W],utilization
detailed placement,783.1,597.7,0.0002764,0.1209
floorplan,1305,266.1,0.0001999,-
global placement,795.3,593.8,0.0002750,0.1209
finish,810.7,448.7,0.0003517,0.1275
CTS,791.7,452.4,0.0003597,0.1275
global route,733.9,463.6,0.0003907,0.1275
## power by group
group | internal [W] | switching, W
Combinational | 0.0000931 | 0.0000519
Sequential | 0.0000890 | 0.0000385
Clock | 0.0000536 | 0.0000257
Total | 0.000236 | 0.000116
## layout by cell type (no fill, tap or decap), drive strengths merged
cell type,instances
clkbuf,3
a31oi,1
nand4b,1
and3,1
a22oi,1
nand2,4
or2b,1
inv,5
a211o,1
nand3b,1
a21oi,1
clkdlybuf4s50,7
nor2,4
dfrtp,4
o21a,1
o311ai,1
o21ai,1
a311o,1
o22a,1
nand2b,1
nor3,1
ha,2
## metal layers
layer	track usage	wire, µm	vias to the layer above
met5	0	0	-
met4	0.007042	15	0
met3	0.02045	107	2
met2	0.02568	230	12
met1	0.02929	354	123
li1	-	-	143
## kinds of logic after synthesis
kind of cell / after synthesis / share of synthesized area
compound gates: 9 / 0.2321
simple gates: 14 / 0.2447
flops: 4 / 0.3376
fa+ha+maj: 2 / 0.08437
buf+inv: 6 / 0.1013
## worst paths after layout
| check | to | slack [ps] |
|---|---|---|
| max | count[0] | 810 |
| min | count[2]$_DFFE_PP0P_ | 450 |
| max reg2reg | count[3]$_DFFE_PP0P_ | 1130 |
| min reg2reg | count[2]$_DFFE_PP0P_ | 600 |
| max in group asynchronous | count[0]$_DFFE_PP0P_ | 1890 |
| min in group clk0 | count[2]$_DFFE_PP0P_ | 600 |
## area by class of cell
class / instances / area share
multi-input combinational: 25 / 0.3822
sequential: 4 / 0.2299
timing repair buffer: 7 / 0.1609
tap: 46 / 0.1322
clock buffer: 3 / 0.05172
inverter: 5 / 0.04310
Power is estimated from default activity; no workload was simulated.
